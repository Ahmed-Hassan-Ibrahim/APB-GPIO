$ cat design/flow/run.sh
#!/bin/bash
# OpenROAD 26Q1-2900-gdf79404cd8, Yosys 0.63+post, stock flow scripts
make -C /OpenROAD-flow-scripts/flow DESIGN_CONFIG=/design/flow/config.mk WORK_HOME=/design/flow/orfs finish
$ cat design/flow/constraint.sdc
current_design apb_GPIO_master

set clk_period 1.3
set clk_io_pct 0.2

create_clock -name clk0 -period $clk_period [get_ports {pclk}]

set non_clock_inputs [all_inputs -no_clocks]
set_input_delay [expr $clk_period * $clk_io_pct] -clock clk0 $non_clock_inputs
set_output_delay [expr $clk_period * $clk_io_pct] -clock clk0 [all_outputs]
$ cat design/flow/design.v
module GPIO(
    input                  pclk,        
    input                  preset_n,    
    input                  psel_i,      
    input                  penable_i,   
    input        [3:0]     paddr_i,     
    input                  pwrite_i,    
    input        [7:0]     pwdata_i,    
    output reg   [7:0]     prdata_o,    
    output                 pready_o,    
    input        [7:0]     gpio_i,      
    output reg   [7:0]     gpio_o,      
    output reg   [7:0]     gpio_oe      
);
localparam  DIRECTION = 0,   
            OUTPUT    = 1,   
            INPUT     = 2;   
logic [7:0] dir_reg,   
            out_reg,   
            in_reg;    
assign pready_o = 1'b1;   
always @(posedge pclk,negedge preset_n)
if(psel_i & penable_i & pwrite_i) begin
    if (paddr_i == DIRECTION) begin
        if(!preset_n)
            dir_reg <= {8{1'b0}};
        else 
            dir_reg <= pwdata_i;
    end    
    if(paddr_i == OUTPUT) begin
        if(!preset_n) 
            out_reg <= {8{1'b0}};
        else 
            out_reg <= pwdata_i; 
    end
end
always @(posedge pclk)
if(psel_i & penable_i)begin
    case (paddr_i)
        DIRECTION: prdata_o <= dir_reg;
        OUTPUT   : prdata_o <= out_reg;
        INPUT    : prdata_o <= in_reg;
        default  : prdata_o <= {8{1'b0}};
    endcase
end
always @(posedge pclk)
in_reg <= gpio_i;   
always @(posedge pclk)
if (gpio_oe) begin
    for (int n=0; n<8; n++)
        gpio_o[n] <= out_reg[n];
end  
always @(posedge pclk)
for (int n=0; n<8; n++)
    gpio_oe[n] <= dir_reg[n];            
endmodule
module apb_GPIO_master(
    input               pclk,
    input               preset_n,   
    input        [1:0]  ctrl_i,     
    output              psel_o,
    output              penable_o,
    input reg    [3:0]  paddr_tb,
    output       [3:0]  paddr_o,
    output              pwrite_o,   
    output       [7:0]  pwdata_o,
    input reg    [7:0]  prdata_i,   
    input               pready_i    
);
localparam IDLE     = 2'b00;
localparam SETUP    = 2'b01;
localparam ACCESS   = 2'b11;
wire apb_state_setup;
wire apb_state_access;
reg next_pwrite;
reg pwrite_q;
reg [7:0] next_rdata;
reg [7:0] rdata_q;
reg [1:0] state_q, next_state;
always @(posedge pclk or negedge preset_n)
if(~preset_n)
    state_q <= IDLE;
else
    state_q <= next_state;
always @(*) begin
    next_pwrite = pwrite_q;
    next_rdata = rdata_q;
    case (state_q)
    IDLE:
        if(ctrl_i[0]) begin
            next_state = SETUP;
            next_pwrite = ctrl_i[1];
        end else begin
            next_state = IDLE;
        end
    SETUP: next_state = ACCESS;
    ACCESS:
        if(pready_i) begin
            if(~pwrite_q)
                next_rdata = prdata_i;
            next_state = IDLE;
        end else    
            next_state = ACCESS;      
    default: next_state = IDLE;
    endcase
end
assign apb_state_access = (state_q == ACCESS);
assign apb_state_setup = (state_q == SETUP);
assign psel_o = apb_state_setup | apb_state_access;
assign penable_o = apb_state_access;
assign paddr_o =  paddr_tb;
always@(posedge pclk or negedge preset_n)
if(~preset_n)
    pwrite_q <= 1'b0;
else
    pwrite_q <= next_pwrite; 
assign pwrite_o = pwrite_q;
assign pwdata_o = 8'b10101010;
always @(posedge pclk or negedge preset_n) 
if(~preset_n)
    rdata_q <= 8'h0;
else
    rdata_q <= next_rdata;
endmodule
$ cat design/flow/config.mk
export PLATFORM = sky130hd
export DESIGN_NAME = apb_GPIO_master
export DESIGN_NICKNAME = apb_GPIO_master
export VERILOG_FILES = /design/flow/design.v
export SDC_FILE = /design/flow/constraint.sdc
export NUM_CORES = 4
export LEC_CHECK = 1
export CORE_AREA = 10 10 70 70
export DIE_AREA = 0 0 80 80
==> impl_metrics.csv <==
group,metric,value,unit
synthesis,synth_stat.cells,26,
setup_path,critical_path.startpoint,"state_q[2]$_DFF_PN0_",
synthesis,ys.flops,4,
final_layout,fin_area,349,um^2
die,core.rowCount,21,
timing,skew,0.00704,ns
clocking,clkSinkCount,4,
timing,slew_violations,0,
die,die-area,0.00640,mm^2
placed_design,placed_cell_area,320,um^2
synthesis,yosys.cell_types.count,11,
flow_run,cap_viol_max_count,0,
route,viasPerCell,1.86,
clocking,numCtsBuffers,3,
flow_run,warnings,33,
placed_design,post-place-ws,-0.0160,ns
final_layout,syn_to_final_growth,38.1,%
setup_path,startpoint_type,"flop",
timing,fin_crit,1.24,ns
synthesis,syn_inst,26,
route,route.detailed.drc,0,
placed_design,dp_cells,74,
setup_path,cpPeakStageDelay,0.37,ns
status,outcome,"finished clean",
clocking,cts_tree,"done",
synthesis,top_cells_by_area,"buf_4 36%, dfrtp_1 30%, dfstp_2 10%",
die,initCoreUtil,0.0740,
clocking,postCtsHoldBufs,0,
pwr,power.density,1340,mW/mm^2
setup_path,reg2reg_from,"state_q[0]$_DFF_PN1_",
timing,finalCritPeriodShare,0.953,
route,dr_wl_met2,348,um
route,via_count,147,
timing,fin_ws,0.0607,ns
die,core,0.00342,mm^2
setup_path,worst_setup_path_end_kind,"output port",
route,finalWirelength,529,um
pwr,seqPwrFrac,0.362,
setup_path,cp_data_arrival_time,0.98,ns
pwr,ir_worst_vdd,0.293,mV
clocking,clock_path_buffers,2,
synthesis,yosysTopAreaCellShare,0.356,
timing,rsz0062_at_grt,"no",
global_route,grt_pass1_wl,800,um
synthesis,synth_area_leader_cell,"buf_4",
pwr,p_total,468,uW
clocking,clock_latency,0.24,ns
clocking,clockRootBuffer,"clkbuf_4",
synthesis,synth_area,253,um^2
synthesis,postSynthAreaPerCell,9.72,um^2
route,wl_met3,27,um
pwr,p_sw_frac,0.213,
final_layout,drive_gt1_frac,0.303,
placed_design,port_buffers,7,
pwr,p_leak,0.170,nW
timing,max_freq,0.807,GHz
route,drt_iter0_markers,1,
pwr,p_int,368,uW
global_route,grt.total_usage,0.0153,
die,die_w,80,um
pwr,p_clk_frac,0.363,
pwr,power_frac_comb,0.275,
route,antenna_cells,0,
setup_path,required,1.04,ns
setup_path,crit_chain,"buf_4, dlygate4sd2_1",
setup_path,cp_max_fo,3,
route,drtAntennaViolNets,0,
clocking,clk_pin_slew,0.04,ns
route,top_layer,"met3",
pwr,p_sw,99.7,uW
setup_path,worst-path-buf-inv,2,
timing,setup_viol,0,
route,drt-pass1-iter-count,2,
setup_path,path_class,"flop to output port",
timing,hold_violations,0,
synthesis,ys_seq_share,0.401,
placed_design,place_congestion,0.701,
hold_path,hp-class,"primary input to asynchronous set/reset pin",
setup_path,crit_family,"flip-flops",
final_layout,final_common_cell,"conb_1",
final_layout,lay_top_cells,"8 x conb_1, 4 x clkdlybuf4s50_1, 3 x clkbuf_4, 3 x dfrtp_1",
global_route,grt-ovfl-total,0,
die,io_pins,32,
placed_design,dp_hpwl,418,um
route,met1_length,154,um
final_layout,finalNonFillerCells,79,
synthesis,synth_warnings,1,
die,die_height,80,um
global_route,grt_max_degree,5,
global_route,antenna_found_initial,0,
setup_path,cp_slowest_cell,"dfrtp_1",
global_route,grt_pass1_vias,177,
route,wl_per_cell,6.70,um
final_layout,fin_util,0.102,
clocking,htreeDepth,1,
synthesis,ys_chip_area,253,um^2
[worst reg2reg max path: stages (launching register included)]
cell	delay, ns
dfstp_2	0.52
and2_4	0.14
mux2_4	0.29
[sequential cells by signal (all words and copies together) (netlist names)]
register and cells:
pwrite_q 1, state_q 3
[layer usage]
layer	vias up	global-route usage
li1	70	-
met1	75	0.0120
met2	2	0.0313
met3	0	0.00682
met4	0	0.00528
met5	-	0
[Yosys cell counts]
master    n
a21o_1    1
and2_4    1
buf_4    12
conb_1    2
dfrtp_1   3
dfstp_2   1
inv_1     2
mux2_4    1
nand2_1   1
o21ai_0   1
or2_2     1
[path summary, 6_finish.rpt]
path | end | depth (start not counted) | slack [ns]
setup reg to reg | pwrite_q$_DFFE_PN0P_ | 2 | 0.23
hold reg to reg | state_q[2]$_DFF_PN0_ | 1 | 0.45
hold / removal | state_q[2]$_DFF_PN0_ | 1 | 0.22
setup / recovery | penable_o | 2 | 0.06
max in group asynchronous | state_q[0]$_DFF_PN1_ | 1 | 0.83
min in group clk0 | state_q[2]$_DFF_PN0_ | 1 | 0.45
[kinds of logic after synthesis]
| kind of cell | after synthesis | share of synthesized area |
|---|---|---|
| buffers and inverters | 14 | 0.386 |
| DFF | 4 | 0.401 |
| and+or+nand+nor | 3 | 0.0743 |
| AOI/OAI and AO/OA | 2 | 0.0495 |
| other | 2 | 0.0297 |
| muxes | 1 | 0.0594 |
[repair_timing]
item / CTS / global route
endpoints found under the hold margin: 0 / 0
gates cloned: 0 / 0
setup buffers: 1 / 0
endpoints found under the setup margin: 3 / 1
gates resized: 5 / 1
[power by group through the flow]
| stage | logic, mW | clock network [mW] | registers, mW |
|---|---|---|---|
| after CTS | 0.128 | 0.178 | 0.168 |
| after global routing | 0.146 | 0.188 | 0.172 |
| final | 0.129 | 0.170 | 0.169 |
[stage by stage]
stage	hold slack (ns)	setup TNS, ns
after floorplan	-0.0356	0
after detailed placement	0.439	-0.0169
final	0.222	0
after global routing	0.224	0
after global placement	0.426	-0.0217
after CTS	0.217	0
[cell type report]
cell class	count	area (um^2)
inverters	2	7.51
fillers	401	3070
repair buffers	9	77.6
flip-flops and latches	4	101
multi-input cells	14	78.8
well taps	46	57.6
clock buffers	4	26.3
Power is estimated from default activity; no workload was simulated.
